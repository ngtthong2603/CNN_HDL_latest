$ cat flow/config.mk
export PLATFORM = sky130hd
export DESIGN_NAME = RELU
export DESIGN_NICKNAME = RELU
export VERILOG_FILES = /design/flow/design.v
export SDC_FILE = /design/flow/constraint.sdc
export NUM_CORES = 4
export LEC_CHECK = 1
export CORE_AREA = 10 10 113 113
export DIE_AREA = 0 0 123 123
$ cat flow/constraint.sdc
current_design RELU

set clk_period 9.7
set clk_io_pct 0.2

create_clock -name clk0 -period $clk_period

set non_clock_inputs [all_inputs -no_clocks]
set_input_delay [expr $clk_period * $clk_io_pct] -clock clk0 $non_clock_inputs
set_output_delay [expr $clk_period * $clk_io_pct] -clock clk0 [all_outputs]
$ cat flow/design.v
module RELU #(
    parameter       DATA_WIDTH                  = 32,
    parameter       FRACTION_WIDTH              = 15
) (
    input           [DATA_WIDTH - 1 : 0]        i_relu_data,
    input           [DATA_WIDTH - 1 : 0]        i_max_relu,
    output                                      o_invalid_max_relu,
    output          [DATA_WIDTH - 1 : 0]        o_relu_data
);
    localparam      SIGN_WIDTH          =      1;
    localparam      INTEGER_WIDTH       =      DATA_WIDTH - FRACTION_WIDTH - SIGN_WIDTH;
    assign      o_invalid_max_relu      =       (i_max_relu[DATA_WIDTH - 1] == 1) ? 1 : 0;
    always_comb begin 
        if(i_relu_data[DATA_WIDTH - 1] == 1) begin
            o_relu_data     =    DATA_WIDTH'('b0);
        end
        else begin
            if(i_relu_data[DATA_WIDTH - SIGN_WIDTH - 1 : FRACTION_WIDTH] > i_max_relu[DATA_WIDTH - SIGN_WIDTH - 1 : FRACTION_WIDTH]) begin
                o_relu_data     =    i_max_relu;
            end
            else if(i_relu_data[DATA_WIDTH - SIGN_WIDTH - 1 : FRACTION_WIDTH] == i_max_relu[DATA_WIDTH - SIGN_WIDTH - 1 : FRACTION_WIDTH]) begin
                if(i_relu_data[FRACTION_WIDTH - 1 : 0] >= i_max_relu[FRACTION_WIDTH - 1 : 0]) begin
                    o_relu_data     =    i_max_relu;
                end
                else begin
                    o_relu_data     =    i_relu_data;
                end
            end
            else begin
                o_relu_data     =       i_relu_data;
            end
        end
    end
endmodule
$ cat flow/run.sh
#!/bin/bash
# OpenROAD 26Q1-2900-gdf79404cd8, Yosys 0.63+post, stock flow scripts
make -C /OpenROAD-flow-scripts/flow DESIGN_CONFIG=/design/flow/config.mk WORK_HOME=/design/flow/orfs finish
==> impl_metrics.py <==
# Synthesis and PnR figures
metrics = {
    "status": {
        "outcome": "finished, final reports clean",
    },
    "floorplanning": {
        "initCoreUtil": 0.159,
        "fp.dieW_um": 123,
        "io_pins": 97,
        "design.die.area_mm2": 0.0151,
        "rows": 37,
        "die_h_um": 123,
        "core_area_mm2": 0.0103,
    },
    "sta": {
        "period_used_share": 0.747,
        "worst_pin_slew_ps": 630,
        "worst_slew_margin_rel": 0.579,
        "setup_violations": 0,
        "period_minus_slack_ps": 7240,
        "rsz0062_at_grt": "false",
        "whs_ps": 4710,
        "hold_viol": 0,
        "timing.fmax_ghz": 0.138,
        "drv_slew": 0,
        "fin_setup_tns_ps": 0,
    },
    "place": {
        "gp_congestion": 0.762,
        "placed_cell_area_mm2": 0.00270,
        "hpwl_um": 4680,
        "portBuffers": 97,
    },
    "detailed_routing": {
        "wl_per_cell_um": 12.2,
        "wl_um": 5310,
        "ant_nets": 0,
        "drcViolationCount": 0,
        "antenna_cells": 0,
        "viasPerCell": 3.77,
        "dr.pass1.iters": 4,
        "drt_iter0_drc": 44,
        "num_vias": 1638,
    },
    "power": {
        "p_sw_frac": 0.364,
        "power.density_mw_per_mm2": 44.2,
        "power_w": 0.000120,
        "seqPwrFrac": 0,
        "p_switching_w": 0.0000435,
        "p_int_w": 0.0000760,
        "p_comb_frac": 1.000,
        "ir_drop_uv": 17.6,
        "clkPwrFrac": 0,
        "p_leak_nw": 1.19,
    },
    "layout": {
        "nClkBuffers": 0,
        "area_growth_syn_to_layout_pct": 64.8,
        "fin_area_mm2": 0.00270,
        "seq_area_um2": 0,
        "drive_above_1_share": 0.0403,
        "ff_count": 0,
        "fillCellCount": 1130,
    },
    "global_routing": {
        "grt_max_degree": 64,
        "first_global_vias": 1720,
        "grtUsageTotal": 0.0679,
        "grt_antenna_before_repair": 0,
        "grt_overflow": 0,
        "grt_pass1_wl_um": 8560,
    },
    "flow_run": {
        "log.warning_count": 32,
        "maxCapViolCount": 0,
    },
    "synthesis": {
        "yosys_warnings": 6,
        "ys_area_mm2": 0.00164,
        "synth_cell_types": 33,
        "synth.yosys.seq_area_share": 0,
        "syn_area_per_cell_um2": 7.81,
        "ys_cells": 210,
        "netlist_instances": 210,
        "syn-cell-area_mm2": 0.00164,
    },
    "clocking": {
        "postCtsHoldBufs": 0,
        "ctsResizeCount": 0,
        "postCtsSetupRepairBufs": 0,
    },
    "critical_path": {
        "crit_path_end": "o_relu_data[2]",
        "endpoint_kind": "output pin",
        "cp.arrival_ps": 5300,
        "crit_type": "input pin to output pin",
        "startpoint": "i_max_relu[14]",
        "crit_path_start_kind": "input pin",
        "critPathRequiredTime_ps": 7760,
        "cp_max_fo": 18,
    },
    "min_path": {
        "worst_hold_path_type": "input pin to output pin",
    },
}
metrics by stage:
stage               worst slack [ps]   util  std cells
floorplan                       4220      -        210
global placement                2420  0.262        434
detailed placement              2410  0.262        434
CTS                             2390  0.262        434
global route                    2220  0.262        434
finish                          2460  0.262        434
worst min path at each step:
stage                           from                  to  cells past startpoint
after global routing  i_max_relu[31]  o_invalid_max_relu                      2
after CTS             i_max_relu[31]  o_invalid_max_relu                      2
final                 i_max_relu[31]  o_invalid_max_relu                      2
power by group through the flow:
stage	Clock (W)	Combinational [W]	Sequential, W
after CTS	0	0.000123	0
after global routing	0	0.000134	0
final	0	0.000120	0
critical path, stage by stage:
cell and delay, ps:
clkdlybuf4s50_1 480, inv_1 50, ha_1 280, nand4_1 140
or3_1 400, nor3_2 190, nor4_4 80, a21oi_4 530
buf_4 430, mux2i_1 270, clkdlybuf4s50_1 500
routing by layer:
layer | share of wire | vias up | routed length (um) | global-route usage
li1 | - | 887 | - | -
met1 | 0.48 | 699 | 2570 | 0.0954
met2 | 0.44 | 52 | 2360 | 0.113
met3 | 0.072 | 0 | 380 | 0.0120
met4 | 0 | 0 | 0 | 0
met5 | 0 | - | 0 | 0
logic make-up after synthesis:
logic type      Yosys count  synth area share
simple gates             82             0.332
buf+inv                  42             0.128
mux                      31             0.189
fa+ha+maj                31             0.237
compound gates           24             0.114
synthesized netlist by cell type, types with 2 or more instances:
master    number  area [um2]
a211oi_1       3        22.5
a21o_1         2        15.0
a21oi_1        8        40.0
buf_12         3        60.1
clkbuf_1       7        26.3
ha_1          31         388
inv_1         31         116
mux2i_1       31         310
nand2_1        2        7.51
nand2b_1      62         388
nand4_1        5        31.3
nor2_1         2        7.51
o21ai_0        3        15.0
layout by cell type (no fill, tap or decap), types with 2 or more instances in the layout:
cell             count
nand2_1              2
o21ai_0              3
a211oi_1             3
mux2i_1             31
ha_1                31
inv_1               31
buf_4                2
nand2b_1            62
a21oi_1              8
nor2_1               2
a21o_1               2
clkdlybuf4s50_1     97
nand4_1              5
final cells by class:
cell class	count	area [um2]	share of cell area
multi-input combinational	168	1430	0.529
timing repair buffer	99	986	0.365
inverter	31	116	0.0431
tap	136	170	0.0630
Power figures rest on the tool's default switching activity, not on a simulated workload.
