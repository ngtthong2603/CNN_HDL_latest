<file path="design/flow/run.sh">
#!/bin/bash
# OpenROAD 26Q1-2900-gdf79404cd8, Yosys 0.63+post, stock flow scripts
make -C /OpenROAD-flow-scripts/flow DESIGN_CONFIG=/design/flow/config.mk WORK_HOME=/design/flow/orfs finish
</file>
<file path="design/flow/config.mk">
export PLATFORM = sky130hd
export DESIGN_NAME = Batch_norm
export DESIGN_NICKNAME = Batch_norm
export VERILOG_FILES = /design/flow/design.v
export SDC_FILE = /design/flow/constraint.sdc
export NUM_CORES = 4
export LEC_CHECK = 1
export CORE_UTILIZATION = 50
</file>
<file path="design/flow/constraint.sdc">
current_design Batch_norm

set clk_period 14.5
set clk_io_pct 0.2

create_clock -name clk0 -period $clk_period

set non_clock_inputs [all_inputs -no_clocks]
set_input_delay [expr $clk_period * $clk_io_pct] -clock clk0 $non_clock_inputs
set_output_delay [expr $clk_period * $clk_io_pct] -clock clk0 [all_outputs]
</file>
<file path="design/flow/design.v">
module Batch_norm #(
    parameter       DATA_WIDTH                  = 32,
    parameter       FRACTION_WIDTH              = 15
) (
    input           [DATA_WIDTH - 1 : 0]        i_batch_norm_data,
    input           [DATA_WIDTH - 1 : 0]        i_batch_norm_weight,
    input           [DATA_WIDTH - 1 : 0]        i_batch_norm_bias,
    output                                      o_batch_norm_overflow,
    output          [DATA_WIDTH - 1 : 0]        o_batch_norm_data
);
    logic       mult_overflow;
    logic       add_overflow;
    logic       mult_result;
    assign      o_batch_norm_overflow = mult_overflow || add_overflow;
    qmult #(
	    .Q(FRACTION_WIDTH),
	    .N(DATA_WIDTH)
    )mult_inst(
	    .i_multiplicand(i_batch_norm_data),
	    .i_multiplier(i_batch_norm_weight),
	    .o_result(mult_result),
	    .mult_overflow(mult_overflow)
	 );
    qadd #(
	    .Q(FRACTION_WIDTH),
	    .N(DATA_WIDTH)
    ) add_inst (
	    .a(mult_result),
	    .b(i_batch_norm_bias),
	    .c(o_batch_norm_data),
	    .add_overflow(add_overflow)
	 );
endmodule
`timescale 1ns / 1ps
module qadd #(
	parameter Q = 15,
	parameter N = 32
	)
	(
    input [N-1:0] a,
    input [N-1:0] b,
    output [N-1:0] c,
	output logic add_overflow
    );
reg [N-1:0] res;
reg [N-1:0] check_value;
assign c = res;
assign add_overflow = (check_value[N-1] == 1) ? 1 : 0;
always @(a,b) begin
	if(a[N-1] == b[N-1]) begin						 
		res[N-2:0] = a[N-2:0] + b[N-2:0];		 
		check_value[N-1:0] = a[N-2:0] + b[N-2:0];
		res[N-1] = a[N-1];							 
		end												 
	else if(a[N-1] == 0 && b[N-1] == 1) begin		 
		if( a[N-2:0] > b[N-2:0] ) begin					 
			res[N-2:0] = a[N-2:0] - b[N-2:0];			 
			res[N-1] = 0;										 
			end
		else begin												 
			res[N-2:0] = b[N-2:0] - a[N-2:0];			 
			if (res[N-2:0] == 0)
				res[N-1] = 0;										 
			else
				res[N-1] = 1;										 
			end
		end
	else begin												 
		if( a[N-2:0] > b[N-2:0] ) begin					 
			res[N-2:0] = a[N-2:0] - b[N-2:0];			 
			if (res[N-2:0] == 0)
				res[N-1] = 0;										 
			else
				res[N-1] = 1;										 
			end
		else begin												 
			res[N-2:0] = b[N-2:0] - a[N-2:0];			 
			res[N-1] = 0;										 
			end
		end
	end
endmodule
`timescale 1ns / 1ps
module qmult #(
	parameter Q = 15,
	parameter N = 32
	)
	(
	 input			[N-1:0]	i_multiplicand,
	 input			[N-1:0]	i_multiplier,
	 output			[N-1:0]	o_result,
	 output	reg				mult_overflow
	 );
	reg [2*N-1:0]	r_result;		 
	reg [N-1:0]		r_RetVal;
	assign o_result = r_RetVal;	 
	always @(i_multiplicand, i_multiplier)	begin						 
		r_result <= i_multiplicand[N-2:0] * i_multiplier[N-2:0];	 
		end
	always @(r_result) begin													 
		r_RetVal[N-1] <= i_multiplicand[N-1] ^ i_multiplier[N-1];	 
		r_RetVal[N-2:0] <= r_result[N-2+Q:Q];								 
		if (r_result[2*N-2:N-1+Q] > 0) begin										 
			mult_overflow <= 1'b1;
		end
		else begin
			mult_overflow <= 1'b0;
		end
		end
endmodule
</file>
==> results_dict.tcl <==
# place-and-route summary
set metrics [dict create \
    unclocked_regs 1 \
    finalSetupViolCount 0 \
    ys_area_um2 32200 \
    min_period_ns 14.06 \
    initCoreUtil_pct 50.8 \
    tightest_slew_ns 0.889 \
    finalNonFillerCells 4526 \
    crit_path_max_incr_delay_ns 0.56 \
    async_flop_share_pct 0 \
    chipArea_um2 65500 \
    flop_cell "dlxtn_1" \
    stdcell_area_um2 35100 \
    max_cap_viol_count 0 \
    layout-drive-gt1-share_pct 4.27 \
    die_w_um 256 \
    startpoint_type "primary input" \
    whs_path_depth 3 \
    dp_hpwl_um 68500 \
    warning_count 37 \
    path_max_fanout 23 \
    rsz0062_at_grt "no" \
    globalRouteOverflowTotal 0 \
    cts-resized-gates 0 \
    setup_slack_ns 0.441 \
    ys_cells 3644 \
    crit_path_end_kind "output pin" \
    untimed_endpoints 1 \
    pre_cts_ws_ns 0.232 \
    relSlewSlack_pct 40.6 \
    min_path_type "primary input to output pin" \
    drtIter0Drc 867 \
    port_buffers 127 \
    synth-edff-count 0 \
    synth_cells 3644 \
    hold_buffers 0 \
    vias_per_cell 5.29 \
    nFillCells 5492 \
    gp_congestion 0.935 \
    grt_max_degree 56 \
    antenna_found_initial 0 \
    io_pins 129 \
    rows 92 \
    ys_warn_count 4 \
    core-area_um2 63400 \
    worstPathArrival_ns 11.16 \
    die_y_um 256 \
    cts_setup_buffers 0 \
    drv_slew 0 \
    hold_viol 0 \
    wire_per_inst_um 17.4 \
    fmax_mhz 71.1 \
    vias 23900 \
    setup_tns_ns 0 \
    drc 0 \
    critPathSlowestCell "fa_1" \
    finish.utilization_pct 55.3 \
    place_area_um2 35000 \
    grt_pass1_wl_um 135000 \
    grt_pass1_vias 26500 \
    grt_usage_pct 27.7 \
    wirelength_um 78700 \
    worstSetupPathType "primary input to output pin" \
    avgSynthCellArea_um2 8.85 \
    dp_cells 4526 \
    postRouteAntennaNets 0 \
    ys.flops 1 \
    syn_to_final_growth_pct 8.78 \
    required_ns 11.60 \
    largest_reg_flops 1 \
    firstDrtPassIters 6 \
    synth.cell_area_um2 32200 \
    status "finished clean" \
    fin_crit_sh_pct 97.0 \
    diodes 0 \
    ys_types 77 \
]
[per-stage QoR]
stage | hold slack (ns)
after floorplan | 5.83
after global placement | 6.89
after detailed placement | 6.89
after CTS | 6.89
after global routing | 6.92
final | 6.88
[path summary, 6_finish.rpt]
check	endpoint	from
worst max-delay path	o_batch_norm_data[29]	i_batch_norm_weight[4]
worst min-delay path	o_batch_norm_data[12]	i_batch_norm_bias[12]
[per-layer routing]
metal | part of all wire, % | wire length [um] | track usage (%)
met1 | 40 | 31800 | 39.9
met2 | 48 | 38100 | 43.1
met3 | 9.6 | 7570 | 10.9
met4 | 1.7 | 1300 | 3.54
met5 | 0.071 | 56 | 0.804
[synth_stat cells, types with 18 or more instances]
master	count	area, um^2
nand2_1	566	2120
and2_1	455	2850
nand3_1	36	180
a21o_1	21	158
xnor2_1	27	236
clkbuf_1	214	803
xor2_1	35	307
o21ai_0	52	260
o211ai_1	18	135
inv_1	773	2900
fa_1	836	16700
nand4_1	26	163
ha_1	259	3240
a21oi_1	63	315
nor2_1	50	188
nor3_1	20	100
[placed cells by master, fill, tap and decap left out, drive strengths merged, types with 17 or more instances in the layout]
cell type,netlist,routed
a21o,21,21
a21oi,63,63
and2,456,456
buf,8,131
clkdlybuf4s50,0,109
dlymetal6s2s,0,18
fa,836,836
ha,259,259
inv,773,773
nand2,568,568
nand3,37,37
nand4,26,26
nor2,50,50
nor3,21,21
nor4,17,17
o211ai,18,18
o21ai,53,53
xnor2,28,28
xor2,35,35
[worst max-delay path: cells and delay by family]
kind                     cells  cell delay [ns]
XOR/XNOR                     2             0.33
adder cells (fa/ha/maj)     10             3.75
AND/OR/NAND/NOR              8             1.34
buffers and inverters       10             1.92
AND-OR/OR-AND                4             0.93
[cell families after synthesis]
family / after synthesis / share of synthesized area, %
fa+ha+maj: 1095 / 62.0
buf+inv: 995 / 11.6
mux: 2 / 0.0621
xor+xnor: 63 / 1.73
latches: 1 / 0.0466
compound gates: 251 / 5.06
simple gates: 1237 / 19.5
[final cells by class]
cell class	instances	area [um^2]	area share [%]
inverters	773	2900	8.27
multi-input cells	2648	28500	81.3
flip-flops and latches	1	15.0	0.0428
well taps	846	1060	3.02
repair buffers	258	2590	7.39
