[flow/config.mk]
export PLATFORM = sky130hd
export DESIGN_NAME = accumulator
export DESIGN_NICKNAME = accumulator
export VERILOG_FILES = /design/flow/design.v
export SDC_FILE = /design/flow/constraint.sdc
export NUM_CORES = 4
export LEC_CHECK = 1
export CORE_UTILIZATION = 40
[flow/constraint.sdc]
current_design accumulator

set clk_period 26.1
set clk_io_pct 0.2

create_clock -name clk0 -period $clk_period [get_ports {i_clock}]

set non_clock_inputs [all_inputs -no_clocks]
set_input_delay [expr $clk_period * $clk_io_pct] -clock clk0 $non_clock_inputs
set_output_delay [expr $clk_period * $clk_io_pct] -clock clk0 [all_outputs]
[flow/design.v]
module accumulator #(
    parameter       DATA_WIDTH              =       32,
    parameter       FRAC_WIDTH              =       15
)(
    input                               i_clock,         
    input                               i_reset,       
    input                               i_enable,
    input       [DATA_WIDTH - 1 : 0]    i_new_data,    
    input       [DATA_WIDTH - 1 : 0]    i_acc_data,
    output      [DATA_WIDTH - 1 : 0]    o_data,  
    output                              o_overflow    
);
    logic[DATA_WIDTH - 1 : 0] acc_reg;
    logic[DATA_WIDTH - 1 : 0] in_data;
    logic[DATA_WIDTH - 1 : 0] add_result;
    logic add_overflow;  
    qadd #(
        .Q(FRAC_WIDTH), 
        .N(DATA_WIDTH)
    ) adder(
        .a(acc_reg),
        .b(in_data),
        .c(add_result),  
        .add_overflow(add_overflow)
    );
    assign o_data = add_result;
    assign o_overflow = add_overflow;
    always_ff @(posedge i_clock or negedge i_reset) begin
        if (!i_reset)  begin
            acc_reg     <=      DATA_WIDTH'('b0);
            in_data     <=      DATA_WIDTH'('b0);
        end 
        else begin
            if(i_enable) begin
                acc_reg     <=      i_acc_data;
                in_data     <=      i_new_data;
            end
            else begin
                acc_reg     <=      acc_reg;
                in_data     <=      in_data;
            end
        end
    end
endmodule
`timescale 1ns / 1ps
module qadd #(
	parameter Q = 15,
	parameter N = 32
	)
	(
    input [N-1:0] a,
    input [N-1:0] b,
    output [N-1:0] c,
	output logic add_overflow
    );
reg [N-1:0] res;
reg [N-1:0] check_value;
assign c = res;
assign add_overflow = (check_value[N-1] == 1) ? 1 : 0;
always @(a,b) begin
	if(a[N-1] == b[N-1]) begin						 
		res[N-2:0] = a[N-2:0] + b[N-2:0];		 
		check_value[N-1:0] = a[N-2:0] + b[N-2:0];
		res[N-1] = a[N-1];							 
		end												 
	else if(a[N-1] == 0 && b[N-1] == 1) begin		 
		if( a[N-2:0] > b[N-2:0] ) begin					 
			res[N-2:0] = a[N-2:0] - b[N-2:0];			 
			res[N-1] = 0;										 
			end
		else begin												 
			res[N-2:0] = b[N-2:0] - a[N-2:0];			 
			if (res[N-2:0] == 0)
				res[N-1] = 0;										 
			else
				res[N-1] = 1;										 
			end
		end
	else begin												 
		if( a[N-2:0] > b[N-2:0] ) begin					 
			res[N-2:0] = a[N-2:0] - b[N-2:0];			 
			if (res[N-2:0] == 0)
				res[N-1] = 0;										 
			else
				res[N-1] = 1;										 
			end
		else begin												 
			res[N-2:0] = b[N-2:0] - a[N-2:0];			 
			res[N-1] = 0;										 
			end
		end
	end
endmodule
[flow/run.sh]
#!/bin/bash
# OpenROAD 26Q1-2900-gdf79404cd8, Yosys 0.63+post, stock flow scripts
make -C /OpenROAD-flow-scripts/flow DESIGN_CONFIG=/design/flow/config.mk WORK_HOME=/design/flow/orfs finish
==> out/metrics.yaml <==
run_status:
  status: "finished clean"
critical_path:
  slowest_stage: "or2_1"
  critical_path_class: "flip-flop to primary output"
  endpoint_kind: "primary output"
  required_ns: 20.88
  crit_arrival_ns: 5.26
  worstSetupStartpointType: "flip-flop"
  path_cells: "inv_1 > ha_1 > a21oi_1 > o21ai_0 > a21oi_1 > o21a_1 > a211oi_2 > nor4_4 > or2_1 > buf_4 > mux2_1 > o21ai_1 > xnor2_1 > clkdlybuf4s50_1"
  path_max_fanout: 16
  cp-startpoint: "acc_reg[12]$_DFFE_PN0P_"
  r2r-start: "acc_reg[1]$_DFFE_PN0P_"
  max_stage_delay_ns: 0.56
  cp_common_cell: "a21oi_1"
die:
  floorplan.core_util: 0.413
  die_width_um: 150
  io_pins: 100
  die_area_sq_um: 22500
  die_h_um: 150
  num_rows: 53
  core_area_sq_um: 21200
placement:
  portBuffers: 99
  gp_congestion: 0.969
  hpwl_mm: 24.1
  post-place-ws_ns: 16.09
global_routing:
  grt_pass1_wl_mm: 47.3
  antenna_found_initial: 0
  grt_max_degree: 71
  grt.total_usage: 0.279
  grt_overflow: 0
  first_global_vias: 8359
sta:
  fin_ws_ns: 15.62
  unconstrained_endpoints: 2
  finalClockPeriodUsage: 0.401
  fin_worst_skew_ns: 0
  rsz0062_at_grt: "no"
  slew_headroom: 0.438
  tightest_slew_ns: 0.836
  fmax_mhz: 95.5
  final_max_slew_viol_count: 0
  post-route-min-period_ns: 10.48
  hold_viol: 0
  setup_violations: 0
  unclocked_pins: 1
  final.setup.tns_ns: 0
clock_network:
  clk_latency_ns: 0.34
  htreeDepth: 3
  cts_resized: 0
  cts_hold_buf: 0
  max-clock-path-buffers: 2
  numCtsBuffers: 9
  cts_setup_buffers: 0
  cts_tree: "yes"
  clk_pin_slew_worst_paths_ns: 0.06
  root_buffer: "clkbuf_16"
layout:
  n_fill_cell: 2177
  final_layout_size_suffix_gt1_frac: 0.0488
  final-comb-area_sq_um: 6430
  syn2layout_area_growth_pct: 15.1
  register_area_sq_um: 1620
power:
  p_leak_nw: 4.31
  max-vdd-ir-drop_mv: 0.0272
  powerDensity_nw_per_um2: 62.8
  p_total_uw: 633
drt:
  vias: 8938
  drc: 0
  wl_per_cell_um: 19.9
  drt_wl_total_mm: 30.4
  ant_nets: 0
  dr.pass1.iters: 5
  initialDrtViolationCount: 689
  antenna_cells: 0
  via_per_inst: 5.86
flow_run:
  warning_count: 86
  drv_cap: 0
yosys:
  synthesis.area_sq_um: 8760
  yosys_warnings: 2
  edf_count: 0
  synth-async-reset-ratio: 0.985
  yosysCellCount: 1191
  synth_top_flop_cell: "dfrtp_1"
  ys_seq_elements: 65
  synthCells: 1191
  yosysChipArea_sq_um: 8760
  avgSynthCellArea_sq_um: 7.35
  synth_cell_types: 97
hold_path:
  min_from: "in_data[31]$_DFFE_PN0P_"
  min_path_type: "flip-flop to flip-flop"
## power by group
part           internal [mW]  switching [mW]  leakage (nW)
combinational          0.167           0.233          3.40
clock                 0.0647          0.0520         0.125
sequential             0.109         0.00762         0.784
## cell type report
cell class,count,share of cell area
clock buffers,10,0.0227
inverters,96,0.0362
repair buffers,108,0.104
well taps,275,0.0341
clock inverters,6,0.00447
multi-input cells,966,0.638
flip-flops and latches,65,0.160
## stage by stage
step / instances / area (sq um) / util / hold WS, ns
floorplan: 1191 / 8760 / - / 0.485
global placement: 1510 / 9810 / 0.462 / 0.528
detailed placement: 1510 / 9810 / 0.462 / 0.533
CTS: 1526 / 10100 / 0.475 / 0.554
global route: 1526 / 10100 / 0.475 / 0.561
finish: 1526 / 10100 / 0.475 / 0.551
## Yosys cell counts (4+ instances only)
cell,instances,area (sq um)
mux2_2,5,56.3
and2_1,4,25.0
a221oi_1,4,35.0
o2111ai_1,6,52.6
ha_1,93,1160
clkbuf_8,5,68.8
o21bai_1,17,128
nor4_1,8,50.1
nor4b_1,4,35.0
dfrtp_1,64,1600
or3_1,9,56.3
o21ai_0,118,591
nand2b_1,15,93.8
nor3_1,36,180
nor2b_1,17,106
buf_2,7,35.0
buf_1,4,15.0
clkbuf_1,40,150
nand4_1,14,87.6
o31ai_1,10,75.1
a211oi_1,20,150
o21a_1,15,113
nand3_1,24,120
and3_1,9,56.3
a211o_1,5,43.8
a31oi_1,13,81.3
o211ai_1,15,113
xnor2_1,37,324
a311oi_1,7,61.3
nand2_1,135,507
o21ai_1,18,90.1
mux2i_1,12,120
a21oi_1,97,485
inv_1,89,334
nor2_1,74,278
nand3b_1,5,37.5
o221ai_1,4,35.0
a21o_1,23,173
xor2_1,13,114
## worst paths after layout
check / endpoint / slack [ns] / cells after the start
max in group asynchronous: in_data[26]$_DFFE_PN0P_ / 20.24 / 2
worst max register to register: acc_reg[1]$_DFFE_PN0P_ / 25.22 / 2
worst max-delay path: o_data[13] / 15.62 / 14
min in group asynchronous: acc_reg[8]$_DFFE_PN0P_ / 4.93 / 1
worst min register to register: in_data[31]$_DFFE_PN0P_ / 0.55 / 1
worst min-delay path: in_data[31]$_DFFE_PN0P_ / 0.55 / 1
## cell usage in the layout, fill, tap and decap left out, drive strengths merged, types with 36 or more instances in the layout
| cell | instances |
|---|---|
| a21oi | 99 |
| clkdlybuf4s50 | 97 |
| dfrtp | 64 |
| ha | 93 |
| inv | 94 |
| nand2 | 135 |
| nor2 | 75 |
| nor3 | 36 |
| o21ai | 137 |
| xnor2 | 37 |
## worst max-delay path, delay by kind of cell (launching register included)
family,cells,cell delay (ns)
flip-flops,1,0.37
AND/OR/NAND/NOR,2,1.09
XOR/XNOR,1,0.16
multiplexers,1,0.37
adder cells (fa/ha/maj),1,0.52
buffers and inverters,3,0.96
AND-OR/OR-AND,6,1.42
## layer usage
layer	wire [um]	part of all wire	vias up	GRT usage
met2	13200	0.43	346	0.414
met1	14500	0.48	4167	0.434
li1	-	-	4387	-
met3	2090	0.069	38	0.0382
met4	629	0.021	0	0.0525
met5	0	0	-	0
## cells by family after synthesis
logic type | share of synthesized area
compound gates | 0.308
simple gates | 0.212
buf+inv | 0.0812
fa+ha+maj | 0.140
flops | 0.183
xor+xnor | 0.0500
mux | 0.0240
latches | 0.00171
Power figures rest on the tool's default switching activity, not on a simulated workload.
