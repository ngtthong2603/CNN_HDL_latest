===== design/flow/run.sh =====
#!/bin/bash
# OpenROAD 26Q1-2900-gdf79404cd8, Yosys 0.63+post, stock flow scripts
make -C /OpenROAD-flow-scripts/flow DESIGN_CONFIG=/design/flow/config.mk WORK_HOME=/design/flow/orfs finish

===== design/flow/design.v =====
module BRAM_kernel_address_decoder #(
    parameter       KERNEL_FILTER_WIDTH              =   7,
    parameter       KERNEL_CHANNEL_WIDTH             =   7,
    parameter       KERNEL_ROW_WIDTH                 =   2,
    parameter       KERNEL_COL_WIDTH                 =   2,
    parameter       KERNEL_BRAM_NUM                  =   4,
    parameter       KERNEL_BRAM_DEPTH                =   1152,
    parameter       KERNEL_BRAM_ADDRESS_WIDTH        =   $clog2(KERNEL_BRAM_DEPTH)
) (
    input           [KERNEL_FILTER_WIDTH - 1 : 0]           i_kernel_filter,
    input           [KERNEL_CHANNEL_WIDTH - 1 : 0]          i_kernel_channel,
    input           [KERNEL_COL_WIDTH - 1 : 0]              i_kernel_col,
    input           [KERNEL_ROW_WIDTH - 1 : 0]              i_kernel_row,
    input           [KERNEL_FILTER_WIDTH - 1 : 0]           i_kernel_start_filter,
    input           [KERNEL_FILTER_WIDTH - 1 : 0]           i_kernel_end_filter,
    input           [KERNEL_FILTER_WIDTH - 1 : 0]           i_kernel_filter_data_point,
    input           [KERNEL_CHANNEL_WIDTH - 1 : 0]          i_kernel_channel_data_point,
    input           [KERNEL_COL_WIDTH - 1 : 0]              i_kernel_col_data_point,
    input           [KERNEL_ROW_WIDTH - 1 : 0]              i_kernel_row_data_point,
    output  logic   [KERNEL_BRAM_ADDRESS_WIDTH - 1 : 0]     o_kernel_address
);
    logic [KERNEL_FILTER_WIDTH - 1 : 0] relative_filter_index;
    logic [KERNEL_BRAM_ADDRESS_WIDTH - 1 : 0] element_offset;
    logic [KERNEL_BRAM_ADDRESS_WIDTH - 1 : 0] filter_offset;
    always_comb begin
        relative_filter_index = i_kernel_filter_data_point - i_kernel_start_filter;
        filter_offset = (relative_filter_index / KERNEL_BRAM_NUM) * (i_kernel_channel * i_kernel_row * i_kernel_col);
        element_offset = (i_kernel_channel_data_point * (i_kernel_row * i_kernel_col)) +
                         (i_kernel_row_data_point * i_kernel_col) +
                         i_kernel_col_data_point;
        o_kernel_address = filter_offset + element_offset;
    end
endmodule

===== design/flow/constraint.sdc =====
current_design BRAM_kernel_address_decoder

set clk_period 16.0
set clk_io_pct 0.2

create_clock -name clk0 -period $clk_period

set non_clock_inputs [all_inputs -no_clocks]
set_input_delay [expr $clk_period * $clk_io_pct] -clock clk0 $non_clock_inputs
set_output_delay [expr $clk_period * $clk_io_pct] -clock clk0 [all_outputs]

===== design/flow/config.mk =====
export PLATFORM = sky130hd
export DESIGN_NAME = BRAM_kernel_address_decoder
export DESIGN_NICKNAME = BRAM_kernel_address_decoder
export VERILOG_FILES = /design/flow/design.v
export SDC_FILE = /design/flow/constraint.sdc
export NUM_CORES = 4
export LEC_CHECK = 1
export CORE_UTILIZATION = 30

==> out/qor.txt <==
Diodes inserted: 0
CP Class: input pin to output port
Initial antenna violation count: 0
Final setup vio count: 0
Most used cell, CP: fa_1
Die X: 109 um
Post-DRT Antenna Nets: 0
Pwr Density: 132 nW/um^2
Die ar.: 12000 sq um
Final WL: 6660 um
Core Box Area: 11000 sq um
Critical path's slowest cell: clkdlybuf4s50_1
Synthesized area: 3460 sq um
Fin crit period: 14.54 ns
Finished Core Util: 37.1%
Placed instance count: 588
Synth top area share: 31.3%
Flop area: 0 sq um
Most numerous logic cell after layout: inv_1
Hold Fails Final Rpt: 0
YS warnings: 1
Fmax: 0.0688 GHz
Yosys top cell by area: fa_1
Initial DRC Count: 60
Top Layout Cells: inv_1, and2_1, fa_1
Cell Area, Placed: 4100 sq um
Setup TNS: 0 ns
Crit path max-delay family: adder cells
Hold_ws: 7.55 ns
Place WS: 1.45 ns
WP data arrival: 11.34 ns
Status: finished clean
Final Max Tran Viols: 0
Vias: 2690
Main area contributors: fa_1, ha_1, and2_1
GRT Residual Overflow: 0
Sequential share of the synthesized area: 0%
Seq pwr share: 0%
Synthesized instance count: 403
Internal Power: 0.308 mW
Placer Congestion: 0.854
GR Util All Layers: 12.5%
Design Power: 0.542 mW
Std cell rows: 38
Vias in the first global route: 2626
Hold-fix buffers at CTS: 0
Drc violations: 0
Fin area: 4100 sq um
Largest fanout on the critical path: 16
Fp util: 31.3%
Maximum capacitance violations: 0
Net Sw Power: 0.234 mW
Synth cell types: 46
Chip area line of the yosys report: 3460 sq um
Crit end category: output port
Worst VDD drop: 193 uV
WP buf/inv: 5
Share of layout cells above drive strength 1: 3.13%
First-pass GRT wire length: 11700 um
Clock Power Share: 0%
Cell Count, Final, Fillers Out: 588
Crit path setup slack, layout: 1.46 ns
Die height: 109 um
RSZ-0062 raised after global routing: no
DRT Pass-1 Iters: 4
Detail-routed net length per standard cell: 11.3 um
OpenROAD warnings: 46
Via density: 4.57
Combinational share of power: 100.0%
Critical path startpoint category: input pin
Area Growth Syn to Fin: 18.6%
Setup bufs post-CTS: 0
IO buf count: 47
Flip-flops: 0
Period utilization: 90.9%
CLK BUF: 0
Placed wire-length estimate: 6120 um
Hold/Removal Path Class: input pin to output port
Worst EP required: 12.80 ns
Total of cells resized after clock tree synthesis: 0
Average size of a mapped cell: 8.58 sq um
Largest net degree at the start of global routing: 20
CP peak stage delay: 0.67 ns
Worst slew pin tran: 0.734 ns
# IOs: 61
Yosys cell count: 403
Slew HR: 50.7%
Leakage: 2.02 nW
Net Sw Frac: 43.2%
cells in the mapped netlist (2+ instances only):
cell,number
nand2_1,26
ha_1,47
nand3_1,7
a31oi_1,2
nor2_1,21
and2_1,57
o21ai_0,7
nor3_1,4
clkbuf_1,3
xnor2_1,24
a221oi_1,2
o21bai_1,4
fa_1,54
a21o_1,6
nand2b_1,3
inv_1,71
xor2_1,7
xnor3_1,2
a21oi_1,14
and3_1,13
nor2b_1,4
power by group through the flow:
| stage | sequential, mW | combinational, mW | clock (mW) |
|---|---|---|---|
| final | 0 | 0.542 | 0 |
| after CTS | 0 | 0.556 | 0 |
| after global routing | 0 | 0.629 | 0 |
logic make-up after synthesis:
logic type / synth area share [%]
simple gates: 23.2
xor+xnor: 9.63
compound gates: 10.9
fa+ha+maj: 48.3
buf+inv: 8.04
path summary, 6_finish.rpt:
check	from	end	slack, ns	depth (start not counted)
worst max-delay path	i_kernel_row[0]	o_kernel_address[10]	1.46	28
worst min-delay path	i_kernel_col_data_point[0]	o_kernel_address[0]	7.55	4
per-layer routing:
metal  wire, um  global-route usage, %  vias up
li1           -                      -     1377
met2       3110                   20.4       54
met3        292                   1.15        0
met1       3260                   19.5     1259
met5          0                      0        -
met4          0                      0        0
cell type report:
type / count / area [sq um]
tap: 140 / 175
multi-input combinational: 329 / 3180
timing repair buffer: 48 / 478
fill: 1119 / 6930
inverter: 71 / 267
Power is estimated from default activity; no workload was simulated.
