==> design.v <==
module Input_bram_address_decoder #(
    parameter       INPUT_CHANNEL_WIDTH             =       8,
    parameter       INPUT_ROW_WIDTH                 =       6,
    parameter       INPUT_COL_WIDTH                 =       6,
    parameter       INPUT_BRAM_DEPTH                =       224 * 244,
    parameter       INPUT_BRAM_DEPTH_WIDTH          =       $clog2(INPUT_BRAM_DEPTH)
) (
    input           [INPUT_CHANNEL_WIDTH - 1 : 0]           i_input_feature_channel,
    input           [INPUT_ROW_WIDTH - 1 : 0]               i_input_feature_row,
    input           [INPUT_ROW_WIDTH - 1 : 0]               i_input_start_index_batch_row,
    input           [INPUT_ROW_WIDTH - 1 : 0]               i_input_end_index_batch_row,
    input           [INPUT_COL_WIDTH - 1 : 0]               i_input_feature_col,
    input           [INPUT_CHANNEL_WIDTH - 1 : 0]           i_input_feature_channel_data_point,
    input           [INPUT_ROW_WIDTH - 1 : 0]               i_input_feature_row_data_point,
    input           [INPUT_COL_WIDTH - 1 : 0]               i_input_feature_col_data_point,
    output  logic   [INPUT_BRAM_DEPTH_WIDTH - 1 : 0]        o_input_feature_address
);
    logic   [INPUT_ROW_WIDTH - 1 : 0]               input_feature_batch_row_num;
    assign input_feature_batch_row_num  =   i_input_end_index_batch_row - i_input_start_index_batch_row + 1;
    assign o_input_feature_address      =   i_input_feature_channel_data_point * input_feature_batch_row_num * i_input_feature_col
                                            + (i_input_feature_row_data_point - i_input_start_index_batch_row) * i_input_feature_col + i_input_feature_col_data_point; 
endmodule
==> run.sh <==
#!/bin/bash
# OpenROAD 26Q1-2900-gdf79404cd8, Yosys 0.63+post, stock flow scripts
make -C /OpenROAD-flow-scripts/flow DESIGN_CONFIG=/design/flow/config.mk WORK_HOME=/design/flow/orfs finish
==> config.mk <==
export PLATFORM = sky130hd
export DESIGN_NAME = Input_bram_address_decoder
export DESIGN_NICKNAME = Input_bram_address_decoder
export VERILOG_FILES = /design/flow/design.v
export SDC_FILE = /design/flow/constraint.sdc
export NUM_CORES = 4
export LEC_CHECK = 1
export CORE_UTILIZATION = 30
==> constraint.sdc <==
current_design Input_bram_address_decoder

set clk_period 24.3
set clk_io_pct 0.2

create_clock -name clk0 -period $clk_period

set non_clock_inputs [all_inputs -no_clocks]
set_input_delay [expr $clk_period * $clk_io_pct] -clock clk0 $non_clock_inputs
set_output_delay [expr $clk_period * $clk_io_pct] -clock clk0 [all_outputs]
==> out/metrics.cfg <==
[route]
drt_iter0_markers=140
routed-wl-met3_um=416
routed_wl_mm=11.2
vias=4416
dr_wl_met2_mm=5.28
wl_met1_mm=5.53
drt-vias-per-instance=4.35
remaining_drc_errors=0
post_drt_wl_per_cell_um=11.0
routed.top_layer=met3
n_antenna_cell=0
final_antenna_net_count=0
drtPass1Iterations=6

[worst_setup_path]
cp-end-kind=output port
critPathSlowestCell=xnor2_1
path_max_fanout=8
crit_top_cell=inv_1
crit_path_max_incr_delay_ns=0.61
startpoint_type=input pin
setup.worst_path.class=in2out
crit_required_ns=19.44
arrival_ns=15.13

[logic_synthesis]
synth_cell_types=39
ys_sh_adder_pct=59.0
yosys.area_share.aoi_pct=5.64
ys_seq_share_pct=0
netlist_instances=704
synthTopLogicFamily=adder cells
ys.warnings.count=0
ys_area_um2=6210
yosysCellCount=704
ys_sh_simple_pct=18.0
top_area_cell=fa_1
top_cell_area_share_pct=42.9
xor_area_share_pct=5.28
ys_top_cells_by_area=fa_1 43%, ha_1 16%, inv_1 11%, and2_1 6.6%, xnor2_1 4.2%
muxShareOfSynthArea_pct=0.503
avgSynthCellArea_um2=8.83
syn-cell-area_um2=6210

[floorplanning]
fp_util_pct=30.6
core_area_um2=20300
rows=52
die_w_um=146
dieArea_um2=21300
die_height_um=146
io_pins=68

[final_timing]
rsz0062_at_grt=no
report.final.slew_viol_count=0
fmax_ghz=0.0500
whs_ns=10.89
setup-violations-final=0
finalCritPeriodShare_pct=82.2
tns_ns=0
worst_pin_slew_ns=0.770
finalHoldViolCount=0
slew_headroom_pct=48.5
fin_crit_ns=19.99

[flow_run]
drv_cap=0
warning_count=47

[worst_hold_path]
hold_end=o_input_feature_address[0]
min-delay-start=i_input_feature_col_data_point[0]
hp-class=in2out
min_path_cells=4

[global_route]
gr-usage-all-layers_pct=12.7
grt_pass1_vias=4761
grt-ovfl-total=0
grt_max_degree=22
antenna_found_initial=0
grt_pass1_wl_mm=21.8

[placement]
routabilityCongestion=0.819
placed_area_um2=7050
hpwl_mm=10.1
portBuffers=54

[clocking]
cts_setup_buffers=0
ctsHoldBuffers=0
ctsResizeCount=0

[final_layout]
ff_count=0
nFillCells=2125
layout-drive-gt1-share_pct=1.21
regArea_um2=0
finish.instance_area_um2=7050
final_util_pct=34.7
combGateArea_um2=5490
clock_buffers=0
synthToLayoutAreaGrowth_pct=13.5

[status]
status=complete, no violations

how the worst max path moves through the flow:
stage                                           from                           to  depth (start not counted)
after CTS             i_input_end_index_batch_row[1]  o_input_feature_address[15]                         39
after global routing  i_input_end_index_batch_row[1]  o_input_feature_address[15]                         39
final                 i_input_end_index_batch_row[1]  o_input_feature_address[15]                         39
cell usage in the layout (no fill, tap or decap), drive strengths merged, types with 2 or more instances in the layout:
master         count
xnor2             30
o21ai              7
nand4              2
o22ai              2
or3                2
nand3              4
xor2               4
nand2             63
a21boi             2
nor2b             32
a21oi             10
and2              66
a21o               9
o21bai             2
clkdlybuf4s50     54
mux2i              2
inv              179
nand2b             9
nor3               2
ha                80
fa               133
o21a              14
and2b              3
nor2              19
and3               4
synthesized netlist by cell type, types with 2 or more instances:
library cell	number
a21boi_0	2
a21o_1	9
a21oi_1	10
and2_1	66
and2b_2	3
and3_1	4
clkbuf_1	13
fa_1	133
ha_1	80
inv_1	179
mux2i_1	2
nand2_1	63
nand2b_1	9
nand3_1	4
nand4_1	2
nor2_1	19
nor2b_1	32
nor3_1	2
o21a_1	14
o21ai_0	7
o21bai_1	2
xnor2_1	30
xor2_1	3
critical path: cells and delay by family:
| kind | cells | cell delay, ns |
|---|---|---|
| AOI/OAI and AO/OA | 6 | 1.30 |
| buffers and inverters | 11 | 1.35 |
| and+or+nand+nor | 5 | 0.91 |
| adders and majority gates | 13 | 5.21 |
| xor gates and xnor gates | 4 | 1.51 |
area by class of cell:
class / count / area share (%)
multi-input combinational: 512 / 77.9
inverter: 179 / 9.53
timing repair buffer: 55 / 7.77
tap: 270 / 4.79
cell families after synthesis:
logic type,Yosys count
xor gates and xnor gates,35
muxes,3
buffers and inverters,192
AOI/OAI and AO/OA,51
adders and majority gates,213
and+or+nand+nor,210
per-stage QoR:
stage | cells | setup WS [ns]
after detailed placement | 1016 | 4.25
after global routing | 1016 | 3.57
after global placement | 1016 | 4.25
final | 1016 | 4.31
after floorplan | 704 | 6.32
after CTS | 1016 | 4.19
per-layer routing:
layer / up-vias / track usage [%]
li1: 2184 / -
met3: 0 / 1.25
met2: 77 / 21.7
met4: 0 / 0
met1: 2155 / 19.3
met5: - / 0
