### flow/config.mk
export PLATFORM = sky130hd
export DESIGN_NAME = FIFO
export DESIGN_NICKNAME = FIFO
export VERILOG_FILES = /design/flow/design.v
export SDC_FILE = /design/flow/constraint.sdc
export NUM_CORES = 4
export LEC_CHECK = 1
export CORE_UTILIZATION = 40
### flow/constraint.sdc
current_design FIFO

set clk_period 6.9
set clk_io_pct 0.2

create_clock -name clk0 -period $clk_period [get_ports {i_clock}]

set non_clock_inputs [all_inputs -no_clocks]
set_input_delay [expr $clk_period * $clk_io_pct] -clock clk0 $non_clock_inputs
set_output_delay [expr $clk_period * $clk_io_pct] -clock clk0 [all_outputs]
### flow/design.v
module FIFO #(
  parameter   DATA_WIDTH              = 32,
  parameter   INPUT_CHANNEL_WIDTH     = 11,
  parameter   INPUT_BRAM_NUM          = 4,
  parameter   FIFO_DEPTH              = 8
) (
  input                                     i_clock,
  input                                     i_reset,
  input                                     i_wenable,
  input    [DATA_WIDTH - 1 : 0]             i_wdata,
  input                                     i_renable,
  input    [INPUT_CHANNEL_WIDTH - 1 : 0]    i_input_feature_channel,                        
  output   logic [DATA_WIDTH - 1 : 0]       o_rdata,
  output                                    o_fifo_full,
  output                                    o_fifo_empty,
);
  localparam  POINTER_WIDTH           = $clog2(FIFO_DEPTH);
  logic [DATA_WIDTH - 1 : 0] mem [FIFO_DEPTH];
  logic [POINTER_WIDTH : 0]  w_pointer, w_next_pointer;
  logic [POINTER_WIDTH : 0]  r_pointer, r_next_pointer;
  always @(posedge i_clock, negedge i_reset) begin
    if (!i_reset) begin
      w_pointer <= '0;
      r_pointer <= '0;
      o_rdata   <= '0;
    end else begin
      w_pointer <= w_next_pointer;
      r_pointer <= r_next_pointer;
      mem[w_pointer[POINTER_WIDTH - 1 : 0]] <=  i_wdata;
      o_rdata      <= (i_renable) ? mem[r_pointer[POINTER_WIDTH-1:0]] : o_rdata ;
    end
  end
  always_comb begin
    w_next_pointer      = w_pointer;
    r_next_pointer      = r_pointer;
    if (i_wenable) begin
      w_next_pointer    = w_pointer + 1;
    end
    if (i_renable) begin
      r_next_pointer    = r_pointer + 1;
    end
  end
  assign o_fifo_empty = (w_pointer[POINTER_WIDTH] == r_pointer[POINTER_WIDTH]) && (w_pointer[POINTER_WIDTH-1:0] == r_pointer[POINTER_WIDTH-1:0]);
  assign o_fifo_full  = (w_pointer[POINTER_WIDTH] != r_pointer[POINTER_WIDTH]) && (w_pointer[POINTER_WIDTH-1:0] == r_pointer[POINTER_WIDTH-1:0]);
endmodule
### flow/run.sh
#!/bin/bash
# OpenROAD 26Q1-2900-gdf79404cd8, Yosys 0.63+post, stock flow scripts
make -C /OpenROAD-flow-scripts/flow DESIGN_CONFIG=/design/flow/config.mk WORK_HOME=/design/flow/orfs finish
==> run summary <==
run results: first-pass GRT wire length=37900 microns, cycle use final=0.542, Final Hold Viols=0, Fin Hold WS=around 0.5 ns, power density cells=414 nW/um^2, Final setup viols=0, final wirelength=24800 microns, CP endpoint kind=primary output, Pleak=4.30 nW, Post-Syn Instances=659, Die Y=171 microns, cell row count=61, Primary FF master, synth=edfxtp_1, core area=27900 sq um, layout cell share with drive strength beyond 1=0.127, post-synthesis sequential area ratio=0.762, fp_density=0.408, drt drc=0, # Cells Yosys=roughly 660, IO Pins=81, Crit path max-delay family=buffers and inverters, Worst path depth=5, Max-area cell share=0.674, die area=29200 sq um, Mean Syn Cell Area=17.3 sq um, flip-flops with a built-in enable=256, Total Power=0.00552 W, Crit Path Class=register to primary output, RSZ-0062 raised after global routing=false, CTS tree=yes, AND-OR/OR-AND Cells, Area Fraction=0.141, Peak Freq=267 MHz, crit path DAT=2.36 ns, fa+ha+maj area frac=0.0132, Root Driver=clkbuf_16, WHS Path Cells=1, GRT overflow=0, Simple-Gate Fraction of Synth Area=0.0449, Post-synth area hogs=edfxtp_1 (67%), dfrtp_1 (8.8%), a22oi_1 (4.5%), o22ai_2 (3.3%), a32o_1 (2.0%), vias in the first global route=6859, Vias/cell=5.49, Multiplexer share=0.00187, Worst-path clk slew=0.06 ns, R2R depth=6, total iterations of the first detailed-routing run=4, worst path required time=around 5.5 ns, number of port buffers=69, Post-synth ARST share=0.135, final core utilization=0.477, clk buf depth=3, die width=171 microns, Yosys Warn Count=2, drt wl/cell=21.8 microns, Chip Area, Yosys=between 10000 and 15000 sq um, initial antenna violation count=1, CP max stage delay=0.53 ns, dominant cell type by area after synthesis=edfxtp_1, Total GRT Usage=0.191, run status=complete, no violations, clk latency of the worst-skew pair=0.54 ns, worst hold path class=register to register, post-synth cell types=34, relative slew slack=0.397, fin. max-slew vios=0, tool warnings=44, htree depth=1, Final Critical Period=3.74 ns, Top logic family=AND-OR/OR-AND gates, CP Max Fanout=48, total CTS buffers=29, post-route setup TNS=0 ns, Bufs and invs on worst path=2, Post-CTS Hold Fix Bufs=0, slew of the pin with the lowest slew margin=between 0.9 and 1 ns, worst path cell trace=buf_4 -> xnor2_1 -> nand3_1 -> nor2b_1 -> clkdlybuf4s50_1, post-synthesis to final-layout area growth=16.8%, xor+xnor area frac=0.00615, Clock Skew=~0.0047 ns, CP startpoint kind=register, worst vdd ir=0.000239 V, Post-CTS Setup Inserts=0, FF+latch count, synth=slightly below 300, initial DRC count=362, max_cap viols=0, via count=6232, Final ANT Viol Nets=0, DPL Wire Length=roughly 13000 microns, global placer's final weighted congestion=0.756, post-CTS sizing=0, post-synthesis cell area=around 11000 sq um, largest net degree at the start of global routing=67, crit path max-delay cell type=buf_4, clock sinks=between 200 and 300
logic make-up (layout without fill, tap and decap cells):
logic type / count (synthesis) / count (layout)
adder cells (fa/ha/maj): 12 / 12
multiplexers: 2 / 2
other: 0 / 1
flip-flops: 296 / 296
buffers and inverters: 52 / 149
AND/OR/NAND/NOR: 102 / 102
AND-OR/OR-AND: 187 / 187
XOR/XNOR: 8 / 8
sequential cells by signal, indices dropped and copies added, names as in the netlist:
name and count:
mem 256, w_pointer 4, r_pointer 4, o_rdata 32
power by group:
group / internal (W) / switching (W) / total, W / leakage, nW
sequential: 0.00229 / 0.000153 / 0.00245 / 2.78
clock: 0.000922 / 0.000629 / 0.00155 / 0.457
combinational: 0.000649 / 0.000871 / 0.00152 / 1.07
area by class of cell:
class                           count  area, sq um
Fill cell                        2306        14600
Inverter                            7         26.3
Multi-Input combinational cell    311         2360
Timing Repair Buffer               88          826
Clock inverter                     16          180
Antenna cell                        1         2.50
Clock buffer                       38          759
Sequential cell                   296         8690
Tap cell                          378          473
synth_stat cells (all sizes together) (6+ instances only):
cell type  count
a221oi        18
a22o           9
a22oi         68
a31oi         32
a32o          23
and2           6
buf           41
dfrtp         40
edfxtp       256
ha            12
inv            6
nand2         43
nand2b        32
nand3          9
o22ai         32
through the flow:
| stage | area, sq um | cells | setup slack [ns] |
|---|---|---|---|
| floorplan | 11400 | 659 | 4.16 |
| global placement | 12400 | 1080 | 3.24 |
| detailed placement | 12400 | 1080 | 3.18 |
| CTS | 13300 | 1134 | 3.13 |
| global route | 13300 | 1134 | 2.98 |
| finish | 13300 | 1135 | 3.16 |
final timing paths:
kind | startpoint | slack (ns) | endpoint
min in group asynchronous | i_reset | 1.03 | o_rdata[9]$_DFFE_PN0P_
min reg2reg | r_pointer[3]$_DFFE_PN0P_ | 0.49 | r_pointer[3]$_DFFE_PN0P_
max in group asynchronous | i_reset | 5.40 | o_rdata[19]$_DFFE_PN0P_
max | r_pointer[2]$_DFFE_PN0P_ | 3.16 | o_fifo_full
max reg2reg | r_pointer[1]$_DFFE_PN0P_ | 4.34 | o_rdata[2]$_DFFE_PN0P_
min | r_pointer[3]$_DFFE_PN0P_ | 0.49 | r_pointer[3]$_DFFE_PN0P_
metal layers:
layer	part of all wire	global-route usage
met5	0	0.00870
met4	0.015	0.0341
met3	0.13	0.121
met2	0.47	0.287
met1	0.38	0.247
cells in the final DEF, fill, tap and decap left out, types with 2 or more instances in the layout:
master / count
a221oi_1: 18
a31oi_1: 32
o22ai_1: 2
xnor2_1: 5
a32o_1: 23
nand2_1: 43
nand4_1: 2
dfrtp_1: 40
and3_1: 3
xor2_1: 3
clkdlybuf4s50_1: 67
and2_1: 6
ha_2: 2
o21ai_0: 3
edfxtp_1: 256
clkinv_2: 5
clkbuf_16: 29
buf_4: 20
a22o_1: 9
nand2b_1: 32
nor2_1: 3
bufinv_16: 4
inv_1: 6
a22oi_1: 68
nor2b_1: 3
o22ai_2: 30
clkinv_1: 6
clkbuf_1: 9
nand3_1: 9
ha_1: 10
Power and IR drop assume default switching activity.
